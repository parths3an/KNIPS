## flow/design.v

```verilog
module reg_file #(parameter W=8, D=4)(
  input           CLK,
                  write_en,
  input  [ D-1:0] raddrA,
                  waddr,
  input  [ W-1:0] data_in,
  output [ W-1:0] data_outA,
  output logic [W-1:0] data_outB
    );
logic [W-1:0] registers[2**D];	   
assign  data_outA = raddrA? registers[raddrA] : '0;	  
always_comb data_outB = raddrB? registers[raddrB] : 'b0;
always_ff @ (posedge CLK)
  if (write_en && waddr)
    registers[waddr] <= data_in;
endmodule
```

## flow/run.sh

```bash
#!/bin/bash
# OpenROAD 26Q1-2900-gdf79404cd8, Yosys 0.63+post, stock flow scripts
make -C /OpenROAD-flow-scripts/flow DESIGN_CONFIG=/design/flow/config.mk WORK_HOME=/design/flow/orfs finish
```

## flow/config.mk

```make
export PLATFORM = sky130hd
export DESIGN_NAME = reg_file
export DESIGN_NICKNAME = reg_file
export VERILOG_FILES = /design/flow/design.v
export SDC_FILE = /design/flow/constraint.sdc
export NUM_CORES = 4
export LEC_CHECK = 1
export CORE_UTILIZATION = 30
```

## flow/constraint.sdc

```tcl
current_design reg_file

set clk_period 2.3
set clk_io_pct 0.2

create_clock -name clk0 -period $clk_period [get_ports {CLK}]

set non_clock_inputs [all_inputs -no_clocks]
set_input_delay [expr $clk_period * $clk_io_pct] -clock clk0 $non_clock_inputs
set_output_delay [expr $clk_period * $clk_io_pct] -clock clk0 [all_outputs]
```

==> impl_summary.log <==
[flow] summary of implementation run
[metrics] die extent in y: 129.8 um
[metrics] Root Buffer Master: sky130_fd_sc_hd__clkbuf_16
[metrics] synth-to-layout area growth: 31.29%
[metrics] via total after detailed routing: roughly 2,500
[metrics] cells traversed along the worst timing path: buf_12 -> buf_12 -> buf_6 -> mux2_4 -> a221oi_2 -> nor3_2 -> a221o_1 -> buf_2
[metrics] Final period util: 1.018
[metrics] total number of placement rows: about 46
[metrics] DR WL/cell: 18.39 um
[metrics] failing checks: setup timing
[metrics] wire length of the first global-routing pass: between 15 and 20 mm
[metrics] count of maximum capacitance violations: 0
[metrics] Total Wirelength: 10.12 mm
[metrics] Reg clk slew, reported paths: 0.06 ns
[metrics] via density per instance: roughly 4.6
[metrics] path type of the worst min-delay path: in -> reg
[metrics] Log Warnings: 27
[metrics] count of instantiated cells in the yosys netlist: approximately 240
[metrics] biggest fanout along the worst timing path: 5
[metrics] number of antenna violations at the first check in global routing: 0
[metrics] half-perimeter wire length after placement: about 6.4 mm
[metrics] routability congestion estimate from global placement: ~0.80
[metrics] number of cells produced by synthesis: 238
[metrics] tally of buffers added on design ports: 25
[metrics] register ranked first by flip-flop count: registers
[metrics] Logic area: 0.001204 mm2
[metrics] via count of the first global-routing pass: 2,799
[metrics] TritonCTS clock tree: yes
[metrics] Fin. Hold Viols: 0
[metrics] Final Max Slew Viols: 0
[metrics] Antenna Violating Nets Remaining: 0
[metrics] maximum level of the CTS H-tree: 4
[metrics] mean instance size in the synthesized netlist: 20.58 um2
[metrics] Max rail drop VDD: 616.1 uV
[metrics] pin count of the biggest net entering global routing: 17
[metrics] core utilization before placement: 0.3084
[metrics] CP Launch Type: primary input
[metrics] result of the run: finished, violations left
[metrics] required time at the endpoint of the critical path: 1.84 ns
[metrics] # diodes: 0
[metrics] worst setup margin: -0.04240 ns
[metrics] unrepaired setup endpoints after global routing: yes
[metrics] worst hold margin: 1.004 ns
[metrics] LEAKAGE: 0.002209 uW
[metrics] most instantiated flip-flop cell in the synthesis netlist: sky130_fd_sc_hd__edfxtp_1
[metrics] Worst Hold Endpoint: registers[5][4]$_DFFE_PP_
[metrics] count of library flops with an enable pin: 121
[metrics] max-slew headroom at the worst pin: 0.6206
[metrics] first-pass iteration count of the detailed router: 6
[metrics] arrival time of the worst setup path: ~1.9 ns
[metrics] worst min-delay path startpoint: data_in[4]
[metrics] Chip Footprint: 0.01684 mm2
[metrics] final setup violation count: 4
[metrics] share of final-layout standard cells stronger than drive strength 1: 0.4281
[metrics] CP Capture Type: primary output
[metrics] Floorplan Core Area: 0.01589 mm2
[metrics] worst hold path cell count: 1
[metrics] Fmax achieved: about 0.43 GHz
[metrics] number of distinct standard cells referenced by the synthesized netlist: 36
[metrics] Mapped Area: 0.004898 mm2
[metrics] Top Registers: registers (121)
[metrics] number of flip-flops in the largest register: around 120
[metrics] area of all sequential standard cells: 0.003633 mm2
[metrics] proportion of synthesized flip-flops having asynchronous set or reset: 0
[metrics] Top-Level Pins: 34
[metrics] number of design-rule violations left by the first detailed-router iteration: 123
[metrics] transition at the pin with the smallest max-transition slack: 0.5674 ns
[metrics] die width: about 130 um
[metrics] delay contributed by the slowest stage of the critical path: roughly 0.3 ns
[metrics] global-route usage over all layers: 0.1366
[metrics] clk buf depth: 2
[metrics] Post-route DRC: 0
[metrics] proportion of synthesized chip area in sequential cells: 0.7418
[metrics] CP max stage cell: sky130_fd_sc_hd__mux2_4
[metrics] TritonCTS buffer count: 17
[metrics] sum of negative setup slack: -0.1098 ns
[metrics] # clock sinks: 121
[metrics] Setup CP Type: in -> out
[metrics] warning count from the yosys run: 3
[metrics] global route total overflow: 0
[metrics] total power density per cell area: 853.8 mW/mm2
[metrics] fill count: 1,414
[metrics] post-layout minimum cycle time: 2.342 ns
[metrics] number of synthesized register bits: 121
[metrics] Most common cell on crit path: sky130_fd_sc_hd__buf_12
[metrics] Yosys Chip Area: around 0.005 mm2
-- worst max path at each step --
stage	start	endpoint	slack (ns)	cells past startpoint
after CTS	registers[8][0]$_DFFE_PP_	data_outA[0]	-0.06	5
after global routing	registers[10][2]$_DFFE_PP_	data_outA[2]	-0.11	5
final	raddrA[0]	data_outA[2]	-0.04	8
-- cells in the final DEF (no fill, tap or decap), types with 2 or more instances in the layout --
master,Yosys,routed
sky130_fd_sc_hd__nand2b_1,2,2
sky130_fd_sc_hd__inv_6,0,2
sky130_fd_sc_hd__clkinv_4,0,4
sky130_fd_sc_hd__nor2b_2,1,5
sky130_fd_sc_hd__a221oi_2,0,7
sky130_fd_sc_hd__and2_1,2,2
sky130_fd_sc_hd__clkbuf_16,0,17
sky130_fd_sc_hd__nor2_1,12,12
sky130_fd_sc_hd__nor3_1,8,4
sky130_fd_sc_hd__buf_12,2,6
sky130_fd_sc_hd__conb_1,1,9
sky130_fd_sc_hd__buf_2,3,10
sky130_fd_sc_hd__buf_4,8,39
sky130_fd_sc_hd__nand3b_1,2,2
sky130_fd_sc_hd__a22oi_2,0,2
sky130_fd_sc_hd__nor3_2,0,4
sky130_fd_sc_hd__buf_6,3,3
sky130_fd_sc_hd__clkinvlp_4,0,3
sky130_fd_sc_hd__mux2_2,9,7
sky130_fd_sc_hd__edfxtp_1,121,121
sky130_fd_sc_hd__bufinv_16,0,3
sky130_fd_sc_hd__bufbuf_16,0,2
sky130_fd_sc_hd__mux4_2,13,20
sky130_fd_sc_hd__clkdlybuf4s50_1,0,13
sky130_fd_sc_hd__a221o_1,4,4
sky130_fd_sc_hd__mux4_1,11,4
sky130_fd_sc_hd__mux2_4,0,2
sky130_fd_sc_hd__o21ai_1,1,3
sky130_fd_sc_hd__and3b_1,3,3
-- power breakdown --
group	leakage, uW	internal [uW]	total [uW]	switching, uW
registers	0.00109	2480	2490	9.68
clock network	0.000285	1710	2650	944
logic	0.000831	191	355	164
-- cell usage after synthesis, drive strengths merged (2+ instances only) --
library cell  instances  area (um2)
and2                  2       12.51
buf                  16       148.9
clkbuf                2       11.26
a221oi                7       61.31
a22oi                 3       22.52
edfxtp              121        3633
a221o                 4       40.04
nand3b                2       15.01
a21oi                 2       10.01
mux2                  9       101.4
nor3                  8       40.04
nor2                 12       45.04
and3b                 3       26.28
mux4                 24       581.8
o21ai                 3       15.01
nor2b                 6       40.04
nand2b                2       12.51
-- stage by stage --
stage	cell area, um2	power (uW)	setup WS (ns)	utilization	std cells
finish	6431	5491	-0.04240	0.4049	550
global route	6431	5660	-0.1146	0.4049	550
CTS	6411	5522	-0.05856	0.4036	549
detailed placement	5598	2839	-0.6543	0.3524	506
global placement	5598	2836	-0.6400	0.3524	506
floorplan	4928	2685	0.2009	-	246
-- per-layer routing --
metal,part of all wire,track usage,up-vias
li1,-,-,1144
met1,0.37,0.1638,1226
met2,0.46,0.2067,139
met3,0.16,0.1052,12
met4,0.012,0.01368,0
met5,0,0,-
-- cell families (layout without fill, tap and decap cells) --
| logic type | Yosys count | after routing | synth area share |
|---|---|---|---|
| muxes | 34 | 34 | 0.1415 |
| and+or+nand+nor | 41 | 41 | 0.04700 |
| other | 1 | 9 | 0.0007655 |
| buffers and inverters | 20 | 108 | 0.03525 |
| DFF | 121 | 121 | 0.7418 |
| AOI/OAI and AO/OA | 21 | 21 | 0.03372 |
-- final cells by class --
class                   instances  area share
clock buffers                  18     0.06673
multi-input cells             105      0.1872
repair buffers                 75      0.1115
inverters                       1   0.0005837
flip-flops and latches        121      0.5650
well taps                     216     0.04202
clock inverters                14     0.02704
-- critical path: cells and delay by family --
family	cells	cell delay, ns
AOI/OAI and AO/OA	2	0.56
buffers and inverters	4	0.47
muxes	1	0.30
and+or+nand+nor	1	0.08
-- what timing repair did --
action,4_1_cts,5_1_grt
setup endpoints to repair,8,8
buffers inserted,9,1
gates cloned,2,0
hold buffers,0,0
pin swaps,13,9
gates resized,72,8
Power and IR drop assume default switching activity.
