`flow/design.v`:
```
module PrmCtr(
  input init,
        jump_en,		 
		branch_en,		 
		CLK,
  output logic halt,
  output logic[ 9:0] PC);
always @(posedge CLK)
  if(init) begin
    PC <= 0;
	halt <= 0;
  end
  else begin
    if(PC>63)
	  halt <= 1;
	else if(branch_en) 
	  PC <= PC + 7;
    else if(jump_en) begin
	  if(PC>13)
	    PC <= PC - 14;
	  else
	    halt <= 1;      
	end
	else 
	  PC <= PC + 1;
  end
endmodule
```
`flow/run.sh`:
```
#!/bin/bash
# OpenROAD 26Q1-2900-gdf79404cd8, Yosys 0.63+post, stock flow scripts
make -C /OpenROAD-flow-scripts/flow DESIGN_CONFIG=/design/flow/config.mk WORK_HOME=/design/flow/orfs finish
```
`flow/config.mk`:
```
export PLATFORM = sky130hd
export DESIGN_NAME = PrmCtr
export DESIGN_NICKNAME = PrmCtr
export VERILOG_FILES = /design/flow/design.v
export SDC_FILE = /design/flow/constraint.sdc
export NUM_CORES = 4
export LEC_CHECK = 1
export CORE_AREA = 10 10 84 84
export DIE_AREA = 0 0 94 94
```
`flow/constraint.sdc`:
```
current_design PrmCtr

set clk_period 2.9
set clk_io_pct 0.2

create_clock -name clk0 -period $clk_period [get_ports {CLK}]

set non_clock_inputs [all_inputs -no_clocks]
set_input_delay [expr $clk_period * $clk_io_pct] -clock clk0 $non_clock_inputs
set_output_delay [expr $clk_period * $clk_io_pct] -clock clk0 [all_outputs]
```
==> results.txt <==
yosys + openroad results -> status complete, no violations, Detail Route met2 WL 978 microns, yosys stat chip area 806 sq um, clock sinks 11, total power 0.000660 W, unrepaired setup endpoints after global routing no, Yosys Instances 101, Post-synth seq share between 20 and 30%, number of enable flip-flop cells 0, post-CTS resize count 0, vias in the first global route roughly 750, CTS H-tree lvls 1, first-pass GRT wire length about 3600 microns, Critical Path Start jump_en, Max Freq around 450 MHz, Data arrival, critical path 2370 ps, Power per Cell Area ~600 nW/um^2, setup TNS 0 ps, cycle use final 77.4%, worst-case clock buffer depth 2, IO buf count 14, CP Cell Sequence clkdlybuf4s50_1 -> or4b_4 -> o21a_1 -> and4_4 -> mux2_4, WP buf/inv 1, Tool Warnings 29, crit path max fanout 8, routed length per instance 11.7 microns, Final Setup Violations 0, Max Used Layer met4, VDD IR max 0.278 mV, final hold vios 0, hold_buf cts 0, CTS Buf Count 3, layout cells sized above 1 12.0%, Die X 94 microns, hpwl dp 1700 microns, Layout area overhead 33.7%, DR pass1 iterations 4, Mapped Cells 101, initial antenna violation count 0, Pleak 0.403 nW, via count slightly below 800, total detailed-routing wirelength ~2200 microns, crit-path max cell delay 590 ps, fin crit period 2250 ps, M1 wire length 1120 microns, Worst path slowest cell clkdlybuf4s50_1, Crit. End Element flip-flop, syn_area_per_cell 7.98 sq um, ys async rst share 0%, WL met3 88 microns, core region area 5200 sq um, Ant. Diodes 0, top_reg_cell synth dfxtp_1, GP Congestion roughly 0.92, Max-slew headroom 67.7%, Final Max Slew Viols 0, maxcap violations 0, CTS tree yes, min-delay worst type flip-flop to flip-flop, Data required, critical path 3020 ps, row count 26, Post-synth regs 11, residual overflow from global routing 0, chip area approximately 8800 sq um, family with the most delay on the worst path simple AND/OR/NAND/NOR gates, clk slew on worst S/H paths 50 ps, Die H 94 microns, worst-margin pin slew 484 ps, CTS Root Buffer Type clkbuf_8, CP startpoint kind input pin, utilization after layout 20.7%, Mapped Area between 800 and 900 sq um, setup slack, reg-to-reg 720 ps, Ys Warns 1, r2r startpoint PC[1], most numerous logic cells after layout clkdlybuf4s50_1 (14), nor2_1 (13), dfxtp_1 (11), inv_1 (10), a21oi_1 (8), Fin Hold WS 477 ps, floorplan utilization 15.5%, Clock Latency Late Sink roughly 230 ps, postcts setup bufs 0, Fin Clk Skew approximately 2.8 ps, min-delay src PC[9], gr usage total 5.00%, Routed Antenna Nets 0, WS Path Type input pin to flip-flop, vias per inst between 4 and 5, most common cell after layout, fill and taps aside clkdlybuf4s50_1, Netlist cell types 39, drt drc 0, initial DRC count ~47, largest net degree at the start of global routing 16, Ports 15
-- stage by stage --
| stage | setup slack, ps | instance area, sq um | cells |
|---|---|---|---|
| after global placement | 430 | 1030 | 183 |
| after CTS | 664 | 1080 | 187 |
| after global routing | 576 | 1080 | 187 |
| after floorplan | 1060 | 806 | 101 |
| after detailed placement | 409 | 1030 | 183 |
| final | 654 | 1080 | 187 |
-- layout make-up --
type | count | area, sq um
flip-flops and latches | 11 | 220
clock buffers | 4 | 45.0
multi-input cells | 76 | 532
inverters | 10 | 37.5
repair buffers | 16 | 155
well taps | 70 | 87.6
fillers | 597 | 4130
-- tightest hold or removal path, cell delays in order, from the launching register on --
cell and delay [ps]:
dfxtp_1 330, inv_1 50, a21oi_1 50
-- report_power, final --
part | switching [W] | internal, W
Combinational | 0.000116 | 0.000152
Clock | 0.0000559 | 0.0000964
Sequential | 0.0000598 | 0.000180
-- flip-flops by register name, indices dropped and copies added, names as in the netlist --
register  count
PC           10
halt          1
-- per-layer routing --
metal	GRT usage (%)	vias to the layer above
met3	1.45	2
met1	6.97	363
li1	-	402
met2	7.78	19
met5	0	-
met4	0.380	0
-- logic make-up (layout without fill, tap and decap cells) --
kind of cell	after synthesis	after routing	share of synthesized area [%]
adders and majority gates	6	6	9.32
and+or+nand+nor	35	35	25.8
muxes	2	2	3.26
AOI/OAI and AO/OA	32	32	26.6
xor gates and xnor gates	1	1	1.09
DFF	11	11	27.3
buffers and inverters	14	30	6.68
-- cell usage after synthesis, drive strengths merged, types with 3 or more instances --
library cell	instances	area, sq um
dfxtp	11	220
o21ai	7	38.8
clkbuf	3	11.3
nor2	13	48.8
ha	6	75.1
inv	10	37.5
nand4	3	18.8
nand2	4	15.0
a21oi	8	40.0
nor2b	4	25.0
-- final timing paths --
path | endpoint | cells past startpoint
max | PC[5] | 5
min | PC[9] | 2
max reg2reg | PC[3] | 7
min reg2reg | PC[9] | 2
Power is estimated from default activity; no workload was simulated.
