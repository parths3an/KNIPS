==> design.v <==
module IF(
  input Branch_abs,			 
  input ALU_zero,
  input [7:0] Target,
  input Init,
  input Halt,
  input CLK,
  output logic[15:0] PC
  );
  always_ff @(posedge CLK)
	if(Init)
	  PC <= 0;
	else if(Halt)
	  PC <= PC;
	else if(Branch_abs)	     
	  PC <= Target;  
	else
	  PC <= PC+1;		   
endmodule
==> run.sh <==
#!/bin/bash
# OpenROAD 26Q1-2900-gdf79404cd8, Yosys 0.63+post, stock flow scripts
make -C /OpenROAD-flow-scripts/flow DESIGN_CONFIG=/design/flow/config.mk WORK_HOME=/design/flow/orfs finish
==> config.mk <==
export PLATFORM = sky130hd
export DESIGN_NAME = IF
export DESIGN_NICKNAME = IF
export VERILOG_FILES = /design/flow/design.v
export SDC_FILE = /design/flow/constraint.sdc
export NUM_CORES = 4
export LEC_CHECK = 1
export CORE_AREA = 10 10 97 97
export DIE_AREA = 0 0 107 107
==> constraint.sdc <==
current_design IF

set clk_period 2.4
set clk_io_pct 0.2

create_clock -name clk0 -period $clk_period [get_ports {CLK}]

set non_clock_inputs [all_inputs -no_clocks]
set_input_delay [expr $clk_period * $clk_io_pct] -clock clk0 $non_clock_inputs
set_output_delay [expr $clk_period * $clk_io_pct] -clock clk0 [all_outputs]
==> flow_metrics.env <==
# implementation run metrics
export IMPL_cts_setup_buffers=0
export IMPL_number_of_enable_type_register_cells_in_the_synthesized_netlist=0
export IMPL_floorplan_die_area_mm2=0.01145
export IMPL_via_count=1001
export IMPL_synth_warning_count=1
export IMPL_cpPeakStageDelay_ps=770
export IMPL_via_count_of_the_first_global_routing_pass=956
export IMPL_setup_viol=0
export IMPL_async_flop_share_pct=0
export IMPL_max_clock_path_buffers=2
export IMPL_max_cap_viol_count=0
export IMPL_timing_hold_worst_class="flip-flop to flip-flop"
export IMPL_path_cells="clkdlybuf4s50_1, nor2b_1, or3_1, mux2i_1"
export IMPL_antenna_violating_nets_post_route=0
export IMPL_largest_net_degree_at_the_start_of_global_routing=14
export IMPL_drt_pass1_iter_count=4
export IMPL_timing_final_max_slew_violations=0
export IMPL_rsz0062_at_grt="false"
export IMPL_tritoncts_num_sinks=16
export IMPL_clock_tree_root_cell="clkbuf_8"
export IMPL_cp_required_ps=2530
export IMPL_critPathCaptureType="flip-flop"
export IMPL_cts_tree="yes"
export IMPL_die_w_um=107
export IMPL_cts_reportedPaths_clkPinSlew_ps=70
export IMPL_antenna_diode_count=0
export IMPL_place_gp_congestion=0.8114
export IMPL_total_detailed_routing_wirelength_um=3173
export IMPL_ys_cells=117
export IMPL_start_kind="input port"
export IMPL_number_of_distinct_library_cells_after_synthesis=44
export IMPL_crit_path_depth=4
export IMPL_cts_hold_buffers=0
export IMPL_worst_path_max_delay_cell="clkdlybuf4s50_1"
export IMPL_reg2regPathDepth=4
export IMPL_most_common_layout_cells="clkdlybuf4s50_1 (27), dfxtp_1 (16), nand2_1 (9), nand3_1 (9), mux2i_1 (8)"
export IMPL_power_per_cell_area_mw_per_mm2=443.9
export IMPL_max_clock_freq_mhz=533.2
export IMPL_grt_pass1_wl_um=5126
export IMPL_total_negative_slack_ps=0
export IMPL_detail_route_vias_per_cell=4.136
export IMPL_result_of_the_run="finished clean"
export IMPL_flop_cell="dfxtp_1"
export IMPL_hold_violations=0
export IMPL_syn2layout_area_growth_pct=43.49
export IMPL_crit_buf_inv=1
export IMPL_ios=29
export IMPL_dominant_cells_by_area_after_synthesis="dfxtp_1 (32%), mux2i_1 (8.1%), nand3_1 (4.6%), or3_1 (4.4%), nor4_1 (3.8%)"
export IMPL_insertion_delay_ps=250
export IMPL_fp_util_pct=13.57
export IMPL_regMostFlops="PC"
export IMPL_grt_total_usage_pct=5.403
export IMPL_synth_avg_cell_area_um2=8.459
export IMPL_die_h_um=107
export IMPL_criticalPathCategory="input port to flip-flop"
export IMPL_post_placement_worst_setup_slack_ps=289.2
export IMPL_critical_path_top_delay_family="buffers and inverters"
export IMPL_numCtsBuffers=3
export IMPL_grt_overflow_total=0
export IMPL_placeableCoreArea_mm2=0.007292
export IMPL_leakage_uw=0.0004489
export IMPL_ctsResizeCount=0
export IMPL_synth_seq_share_pct=32.36
export IMPL_postSynthCellCount=117
export IMPL_post_route_cells_drive_above_1_share_pct=9.790
export IMPL_largest_registers="PC: 16 flops"
export IMPL_layout_worst_path_cycle_share_pct=78.14
export IMPL_timing_slew_headroom_pct=65.52
export IMPL_rows=31
export IMPL_grt_antenna_before_repair=0
export IMPL_measured_slew_at_the_worst_slew_check_pin_ps=516.1
export IMPL_stage_log_warnings=26
export IMPL_htree_levels=1
export IMPL_ys_seq_elements=16
export IMPL_routedWlPerCell_um=13.11
export IMPL_min_path_cells=2
export IMPL_critPathMaxFanout=13
export IMPL_final_common_cell="clkdlybuf4s50_1"
export IMPL_ir_worst_vdd_uv=99.43
export IMPL_port_buffers=27
export IMPL_drc_errors=0
export IMPL_synth_yosys_chip_area_um2=989.7
export IMPL_period_needed_ps=1875
export IMPL_synth_area_um2=989.7
export IMPL_yosys_area_top_type_share_pct=32.36
export IMPL_fin_skew_ps=1.194
export IMPL_count_of_routing_violations_after_the_opening_detailed_route_iteration=65
export IMPL_worst_endpoint_arrival_ps=2010
export IMPL_largest_register_ffs=16
export IMPL_place_hpwl_um=2284
export IMPL_final_critical_path_setup_slack_ps=524.7
export IMPL_dominant_cell_type_by_area_after_synthesis="dfxtp_1"
-- worst min-delay path, cell delays in order (launching register included) --
cell and delay, ps:
dfxtp_1 320, nand3_1 60, mux2i_1 60
-- layer usage --
metal	GRT usage, %	vias up	part of all wire, %
met2	8.472	32	47
met4	0.9671	0	1.4
met5	0	-	0
met1	7.307	459	44
met3	1.516	4	7.1
li1	-	506	-
-- cell families (layout without fill, tap and decap cells) --
logic type,count (synthesis),in the layout,share of synthesized area [%]
compound gates,20,20,14.54
fa+ha+maj,1,1,1.264
buf+inv,12,38,5.688
flops,16,16,32.36
mux,9,9,9.229
simple gates,59,59,36.92
-- worst paths after layout --
| check | slack (ps) | end | start |
|---|---|---|---|
| max | 520 | PC[15] | Branch_abs |
| min | 490 | PC[15] | PC[15] |
| max reg2reg | 650 | PC[10] | PC[1] |
| min reg2reg | 490 | PC[15] | PC[15] |
-- area by class of cell --
| cell class | count | area (µm²) |
|---|---|---|
| Fill cell | 817 | 5872 |
| Multi-Input combinational cell | 89 | 613.1 |
| Sequential cell | 16 | 320.3 |
| Timing Repair Buffer | 30 | 292.8 |
| Tap cell | 99 | 123.9 |
| Clock buffer | 4 | 55.05 |
| Inverter | 4 | 15.01 |
-- synthesized netlist by cell type (all sizes together), types with 2 or more instances --
| cell type | number |
|---|---|
| a21oi | 2 |
| or3b | 2 |
| nor2 | 4 |
| nor2b | 3 |
| o21ai | 4 |
| inv | 3 |
| a211oi | 2 |
| or3 | 7 |
| buf | 5 |
| mux2i | 8 |
| nand4 | 4 |
| nor3 | 4 |
| nand3 | 11 |
| clkbuf | 3 |
| dfxtp | 16 |
| nand2 | 9 |
| nor4 | 6 |
| or4 | 2 |
-- metrics by stage --
stage,total power [µW],utilization [%],hold WS (ps),cell area (µm²),std cells
finish,630.3,19.47,489.1,1420,242
global route,660.1,19.47,548.9,1420,242
CTS,640.0,19.47,491.3,1420,242
detailed placement,390.8,18.72,477.7,1365,238
global placement,390.2,18.72,470.8,1365,238
floorplan,340.5,-,442.2,989.7,117
-- report_power, final --
part	switching, µW	leakage (µW)	internal, µW
Clock	99.6	0.0000288	146
Sequential	18.3	0.000130	274
Combinational	38.5	0.000290	54.1
Power figures rest on the tool's default switching activity, not on a simulated workload.
